==> flow/design.v <==
`timescale 1ns / 1ps
module CIC_Interpolator 			(input wire 	   			clk,
								 			 input wire 	   			rst,
											 input wire signed [31:0] 	d_in,
											 output reg signed [31:0] 	d_out);
parameter M = 2,
			 R = 2;
reg sclk;								 
reg [7:0] clk_scaler_counter;
wire [31:0] comb_out1, comb_out2, comb_out3, comb_out;
wire [31:0] integ_out1, integ_out2, integ_out3, integ_out;
initial
begin
	sclk 					 <= 1'b0;
	clk_scaler_counter <= 8'd0;
end
always @(posedge clk)
begin
	clk_scaler_counter <= clk_scaler_counter + 1'b1;
	if(clk_scaler_counter >= R) begin
		sclk <= 1'b1;
		clk_scaler_counter <= 8'd0;
	end
	else begin
		sclk <= 1'b0;
	end
end
Comb  #(.M(M)) comb1(sclk,rst, d_in, 		comb_out1);
Comb  #(.M(M)) comb2(sclk,rst, comb_out1, comb_out2);
Comb  #(.M(M)) comb3(sclk,rst, comb_out2, comb_out3);
Comb  #(.M(M)) comb4(sclk,rst, comb_out3, comb_out);
upsampler  #(.R(R)) Upsample(clk, rst, comb_out, upsampler_out);
Intergrator	integrator1	(sclk,rst,upsampler_out,integ_out1);
Intergrator	integrator2	(sclk,rst,integ_out1,integ_out2);
Intergrator	integrator3	(sclk,rst,integ_out2,integ_out3);
Intergrator	integrator4	(sclk,rst,integ_out3,integ_out);
always begin
	d_out = integ_out;
end
endmodule
`timescale 1ns / 1ps
`timescale 1ns/1ns
module Intergrator		(input wire 	   			clk,
								 input wire 	   			rst,
								 input wire signed [31:0] 	d_in,
								 output reg signed [31:0] 	d_out);
	initial
	begin
		d_out <= 32'd0;
	end
	always @(posedge clk)  
	begin
		if (rst)
		begin
			d_out <= 32'd0;
		end else
		begin
			d_out		<= d_out + d_in;
		end
	end								
endmodule
`timescale 1ns / 1ps
module SRAM(
    clk, 
	 rst,
	 i_write_EN,
    i_data, 
    o_data
    );
 parameter ADDR_WIDTH = 12,
			  DATA_WIDTH = 8,
			  DEPTH      = 4096;
 input wire clk, rst, i_write_EN;
 input wire [DATA_WIDTH - 1:0] i_data; 
 output reg  [DATA_WIDTH - 1:0] o_data;
 integer Index;
 reg signed [DATA_WIDTH-1:0] memory_array [0:DEPTH-2];
	initial
	begin
		o_data   		<= 0;
		for(Index = 1; Index < DEPTH - 1; Index = Index + 1) begin
			memory_array[Index] <= 0;
		end
	end
    always @ (posedge clk)
    begin
        if(i_write_EN) begin
				if(rst) begin
					o_data   <= 0;
					for(Index = 1; Index < DEPTH - 1; Index = Index + 1) begin
						memory_array[Index] <= 0;
					end
				end else begin
					o_data <= memory_array[DEPTH-2];									 
					for(Index = 1; Index < DEPTH - 1; Index = Index + 1) begin
						memory_array[Index] <= memory_array[Index - 1];
					end
					memory_array[0] <= i_data;	
				end
        end
        else begin
            o_data <= memory_array[DEPTH - 2];
        end     
    end
endmodule
`timescale 1ns/1ns
module Comb         (input wire 	   				clk,
							input wire 	   				rst,
							input wire signed [31:0] 	d_in,
							output reg signed [31:0] 	d_out);
parameter M = 2;
reg  [7:0] mem_addr;
reg   mem_write_EN;
reg  [31:0] mem_write;    
wire [31:0] mem_read;
SRAM #(.ADDR_WIDTH(8), .DATA_WIDTH(32), .DEPTH(M)) memory(clk, rst, mem_write_EN, mem_write, mem_read);
	initial
	begin
		mem_write_EN 	<= 1'd1;
		mem_write		<= 31'd0;
		mem_addr			<= 8'd0;
		d_out 			<= 32'd0;
	end
	always @(posedge clk)  
	begin
		mem_write_EN 	<= 1'd1;
		if (rst)
		begin
			d_out <= 32'd0;
		end else
		begin
			mem_write <= d_in;
			d_out		<= d_in - mem_read;
		end
	end								
endmodule
`timescale 1ns/1ns
module upsampler  (input wire 	   			clk,
						 input wire 	   			rst,
						 input wire signed [31:0] 	d_in,
						 output reg signed [31:0] 	d_out);
	parameter R = 2;
reg [7:0] zero_counter;
	initial
	begin
		d_out = 32'd0;
		zero_counter <= 8'd0;
	end
	always @(posedge clk)  
	begin
		if (rst)
		begin
			d_out = 32'd0;
		end else
		begin
			if(zero_counter < R) begin
				d_out = 32'd0;
				zero_counter <= zero_counter + 1'b1;
			end 
			else begin
				d_out = d_in;
				zero_counter <= 1'b0;
			end
		end
	end	
endmodule
==> flow/run.sh <==
#!/bin/bash
# OpenROAD 26Q1-2900-gdf79404cd8, Yosys 0.63+post, stock flow scripts
make -C /OpenROAD-flow-scripts/flow DESIGN_CONFIG=/design/flow/config.mk WORK_HOME=/design/flow/orfs finish
==> flow/config.mk <==
export PLATFORM = sky130hd
export DESIGN_NAME = CIC_Interpolator
export DESIGN_NICKNAME = CIC_Interpolator
export VERILOG_FILES = /design/flow/design.v
export SDC_FILE = /design/flow/constraint.sdc
export NUM_CORES = 4
export LEC_CHECK = 1
export CORE_UTILIZATION = 30
==> flow/constraint.sdc <==
current_design CIC_Interpolator

set clk_period 1.8
set clk_io_pct 0.2

create_clock -name clk0 -period $clk_period [get_ports {clk}]

set non_clock_inputs [all_inputs -no_clocks]
set_input_delay [expr $clk_period * $clk_io_pct] -clock clk0 $non_clock_inputs
set_output_delay [expr $clk_period * $clk_io_pct] -clock clk0 [all_outputs]
==> flow_metrics.py <==
# Flow results
metrics = {
    "outcome": {
        "status": "finished clean",
    },
    "final_timing": {
        "tightestPinTransition_ps": 826,
        "setup_tns_ps": 0,
        "fin_crit_sh_pct": 90.4,
        "slew_headroom_pct": 44.4,
        "rsz0062_at_grt": "no",
        "drv_slew": 0,
        "hold_viol": 0,
        "unclocked_pins": 144,
        "fmax_ghz": 0.614,
        "fin_skew_ps": 0.922,
        "worst_slack_ps": 172,
        "setup_viol": 0,
        "untimed_endpoints": 184,
        "min_period_ps": 1630,
    },
    "worst_setup_path": {
        "crit_start": "Upsample.zero_counter[1]",
        "cp_top_family": "simple AND/OR/NAND/NOR gates",
        "cp_num_cells": 3,
        "path_cells": "or4_1, nor4_1, and2_1",
        "end_kind": "flip-flop",
        "arrival_ps": 1750,
        "reg2reg_to": "Upsample.zero_counter[1]",
        "timing.rr.start": "Upsample.zero_counter[1]",
        "cp-endpoint": "Upsample.zero_counter[1]",
        "max_stage_delay_ps": 510,
        "worst_path_max_delay_cell": "or4_1",
        "critical_path_class": "reg2reg",
        "rrSetupSlack_ps": 170,
        "critPathLaunchType": "flip-flop",
        "reg2regPathDepth": 3,
        "cp_max_fo": 4,
        "worst-path-buf-inv": 0,
        "cp.required_ps": 1920,
    },
    "route": {
        "drc_errors": 0,
        "wl_per_cell_um": 13.5,
        "vias_per_cell": 4.92,
        "drt_iter0_drc": 336,
        "ant_nets": 0,
        "drt_first_pass_iters": 5,
        "diodes": 0,
        "wirelength_um": 21300,
        "num_vias": 7780,
    },
    "flow_run": {
        "openroad.warnings": 57,
        "cap_violations": 0,
    },
    "min_path": {
        "worstHoldPathCells": 1,
        "min_from": "clk_scaler_counter[0]",
        "hp-class": "reg2reg",
    },
    "synthesis": {
        "ys_area_um2": 9800,
        "yosys_cells": 1134,
        "synth_area_per_cell_um2": 8.64,
        "synth_area_leader_cell": "dfxtp_1",
        "yosysWarnings": 9,
        "yosysSeqAreaShare_pct": 34.7,
        "edf_count": 16,
        "yosys.area.top_type_share_pct": 29.8,
        "synth_flops": 162,
        "topCellsByArea": "dfxtp_1, ha_1, nor2_1",
        "synth_cell_types": 67,
        "syn-cell-area_um2": 9800,
        "synthArstFlopShare_pct": 0,
        "synth_cells": 1134,
        "ys.flop_type": "dfxtp_1",
    },
    "power": {
        "report.power.total_uw": 1070,
        "p_leak_uw": 0.00450,
        "peakVddDrop_mv": 0.120,
        "power.density_nw_per_um2": 100,
    },
    "clocking": {
        "clk_latency_ps": 250,
        "cts_tree": "yes",
        "cts_root_buffer": "clkbuf_16",
        "numCtsBuffers": 3,
        "cts_hold_buf": 0,
        "cts_setup_buffers": 0,
        "ctsResizeCount": 0,
        "ctsHtreeMaxLevel": 1,
        "clkSlewWorstSetupHoldPaths_ps": 50,
        "cts_max_path_buffers": 2,
    },
    "global_route": {
        "grt_pass1_vias": 7356,
        "grt_pass1_wl_um": 36400,
        "globalRouteOverflowTotal": 0,
        "grt_max_degree": 86,
        "grt.total_usage_pct": 13.5,
        "antenna_found_initial": 0,
    },
    "floorplanning": {
        "num_rows": 65,
        "die_w_um": 183,
        "die_y_um": 183,
        "core_um2": 31900,
        "chip_area_um2": 33400,
        "fp-utilization_pct": 30.7,
        "ios": 66,
    },
    "layout": {
        "comb_area_um2": 6160,
        "utilization_pct": 33.5,
        "seqCellArea_um2": 3410,
        "drive_above_1_share_pct": 2.10,
        "n_fill_cell": 3292,
        "area_delta_synth_final_pct": 8.91,
    },
    "place": {
        "gp_congestion": 0.928,
        "post-dp-hpwl_um": 17400,
        "io_buffers": 34,
        "dp_slack_ps": 143,
    },
}
cells in the final DEF, fill, tap and decap left out, types with 4 or more instances in the layout:
master | synthesis | layout
a211o_1 | 5 | 5
a211oi_1 | 15 | 15
a21o_1 | 51 | 51
a21oi_1 | 88 | 88
a221oi_1 | 7 | 7
a31oi_1 | 16 | 16
and2_1 | 7 | 7
and3_1 | 11 | 11
and4_1 | 9 | 9
buf_4 | 0 | 6
clkdlybuf4s50_1 | 0 | 33
conb_1 | 1 | 10
dfxtp_1 | 146 | 145
edfxtp_1 | 16 | 16
ha_1 | 98 | 98
inv_1 | 29 | 29
nand2_1 | 67 | 67
nand2b_1 | 4 | 4
nand3_1 | 26 | 26
nand4_1 | 27 | 27
nor2_1 | 158 | 158
nor2b_1 | 26 | 26
nor3_1 | 17 | 17
nor3b_1 | 5 | 5
nor4_1 | 9 | 9
o2111ai_1 | 4 | 4
o211ai_1 | 8 | 8
o21a_1 | 10 | 10
o21ai_0 | 49 | 49
o21bai_1 | 14 | 14
o22ai_1 | 6 | 6
o31ai_1 | 5 | 5
or3_1 | 6 | 6
xnor2_1 | 47 | 47
xor2_1 | 60 | 60
stage by stage:
step	hold WS, ps	cell area (µm²)	cells
floorplan	417	9840	1143
global placement	429	10600	1576
detailed placement	460	10600	1576
CTS	472	10700	1580
global route	521	10700	1580
finish	469	10700	1580
layout make-up:
cell class / instances / area share (%)
repair buffers: 39 / 3.52
flip-flops and latches: 162 / 31.9
multi-input cells: 911 / 57.7
well taps: 435 / 5.10
inverters: 29 / 1.02
clock buffers: 4 / 0.738
cells by family (layout without fill, tap and decap cells):
kind of cell / after synthesis / after routing / share of synthesized area, %
compound gates: 311 / 311 / 21.1
xor+xnor: 107 / 107 / 9.56
fa+ha+maj: 101 / 101 / 13.1
buf+inv: 70 / 72 / 2.77
flops: 162 / 162 / 34.7
mux: 1 / 1 / 0.102
other cells: 1 / 10 / 0.0383
simple gates: 381 / 381 / 18.6
layer usage:
metal / share of wire [%] / track usage (%) / routed length [µm]
met2: 46 / 22.7 / 9870
met5: 0 / 0 / 0
met3: 2.1 / 0.628 / 442
met1: 50 / 19.8 / 10600
met4: 2.0 / 2.32 / 425
flip-flops by register name, indices dropped and copies added (netlist names), 8 cells and up:
| name | cells |
|---|---|
| integrator4.d_out | 32 |
| integrator1.d_out | 32 |
| Upsample.zero_counter | 8 |
| integrator3.d_out | 32 |
| clk_scaler_counter | 8 |
| integrator2.d_out | 32 |
where the power goes:
group	switching (µW)	total, µW	internal [µW]
Sequential	13.2	518	504
Clock	149	451	301
Combinational	81.4	103	21.6
Total	244	1070	827
cell usage after synthesis (all sizes together), types with 3 or more instances:
cell	instances
o21ai	49
clkbuf	37
a2111oi	3
o22ai	6
fa	3
nand3	26
nor3	17
a221oi	8
and3	11
xnor2	47
a31oi	16
inv	29
o211ai	8
a21oi	89
o221ai	4
dfxtp	146
nor4	9
a211oi	15
buf	4
nor3b	5
o21bai	14
o2111ai	4
xor2	60
o31ai	5
nand4	27
ha	98
a211o	5
o21a	10
nand2	67
a21o	51
and2	7
a21boi	4
and4	10
nor2b	26
or3	6
o31a	3
a31o	3
nand2b	4
nor2	158
edfxtp	16
worst min-delay path by stage:
stage	end	slack, ps
4_1_cts	clk_scaler_counter[0]	470
5_1_grt	clk_scaler_counter[0]	520
6_report	clk_scaler_counter[0]	470
No activity file was given, so power comes from the tool's default toggle rates.
